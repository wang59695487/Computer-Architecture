### config.mk
export PLATFORM = sky130hd
export DESIGN_NAME = display
export DESIGN_NICKNAME = display
export VERILOG_FILES = /design/flow/design.v
export SDC_FILE = /design/flow/constraint.sdc
export NUM_CORES = 4
export LEC_CHECK = 1
export CORE_UTILIZATION = 30
### constraint.sdc
current_design display

set clk_period 13.9
set clk_io_pct 0.2

create_clock -name clk0 -period $clk_period [get_ports {clk}]

set non_clock_inputs [all_inputs -no_clocks]
set_input_delay [expr $clk_period * $clk_io_pct] -clock clk0 $non_clock_inputs
set_output_delay [expr $clk_period * $clk_io_pct] -clock clk0 [all_outputs]
### design.v
`timescale 1ns / 1ps
module display (
	input wire clk,   
	input wire rst,   
	input wire [7:0] en,   
	input wire [31:0] data,   
	input wire [7:0] dot,   
	input wire [15:0] led,   
	output wire led_clk,
	output wire led_en,
	output wire led_clr_n,
	output wire led_do,
	output wire seg_clk,
	output wire seg_en,
	output wire seg_clr_n,
	output wire seg_do
	);
function integer GET_WIDTH;   
	input [31:0] data;
	begin
		if (data[31]) GET_WIDTH=32;
		else if (data[30]) GET_WIDTH=31;
		else if (data[29]) GET_WIDTH=30;
		else if (data[28]) GET_WIDTH=29;
		else if (data[27]) GET_WIDTH=28;
		else if (data[26]) GET_WIDTH=27;
		else if (data[25]) GET_WIDTH=26;
		else if (data[24]) GET_WIDTH=25;
		else if (data[23]) GET_WIDTH=24;
		else if (data[22]) GET_WIDTH=23;
		else if (data[21]) GET_WIDTH=22;
		else if (data[20]) GET_WIDTH=21;
		else if (data[19]) GET_WIDTH=20;
		else if (data[18]) GET_WIDTH=19;
		else if (data[17]) GET_WIDTH=18;
		else if (data[16]) GET_WIDTH=17;
		else if (data[15]) GET_WIDTH=16;
		else if (data[14]) GET_WIDTH=15;
		else if (data[13]) GET_WIDTH=14;
		else if (data[12]) GET_WIDTH=13;
		else if (data[11]) GET_WIDTH=12;
		else if (data[10]) GET_WIDTH=11;
		else if (data[9]) GET_WIDTH=10;
		else if (data[8]) GET_WIDTH=9;
		else if (data[7]) GET_WIDTH=8;
		else if (data[6]) GET_WIDTH=7;
		else if (data[5]) GET_WIDTH=6;
		else if (data[4]) GET_WIDTH=5;
		else if (data[3]) GET_WIDTH=4;
		else if (data[2]) GET_WIDTH=3;
		else if (data[1]) GET_WIDTH=2;
		else if (data[0]) GET_WIDTH=1;
		else GET_WIDTH=1;
	end
endfunction
	parameter
		CLK_FREQ = 25;   
	localparam
		SEG_PULSE = 1'b0;
	localparam
		REFRESH_INTERVAL = 100,   
		COUNT_REFRESH = 1 + CLK_FREQ * REFRESH_INTERVAL * 1000,
		COUNT_BITS = GET_WIDTH(COUNT_REFRESH-1);
	function [6:0] digit2seg;
		input [3:0] number;
		begin
			case (number)
				4'h0: digit2seg = 7'b0111111;
				4'h1: digit2seg = 7'b0000110;
				4'h2: digit2seg = 7'b1011011;
				4'h3: digit2seg = 7'b1001111;
				4'h4: digit2seg = 7'b1100110;
				4'h5: digit2seg = 7'b1101101;
				4'h6: digit2seg = 7'b1111101;
				4'h7: digit2seg = 7'b0000111;
				4'h8: digit2seg = 7'b1111111;
				4'h9: digit2seg = 7'b1101111;
				4'hA: digit2seg = 7'b1110111;
				4'hB: digit2seg = 7'b1111100;
				4'hC: digit2seg = 7'b0111001;
				4'hD: digit2seg = 7'b1011110;
				4'hE: digit2seg = 7'b1111001;
				4'hF: digit2seg = 7'b1110001;
			endcase
		end
	endfunction
	wire [63:0] segment;
	genvar i;
	generate for (i=0; i<8; i=i+1) begin: SEG_GEN
		assign
			segment[8*i+7] = dot[i],
			segment[8*i+6-:7] = en[i] ? digit2seg(data[4*i+3-:4]) : 7'b0;
	end
	endgenerate
	wire led_start, seg_start;
	wire led_clr, seg_clr;
	reg [COUNT_BITS-1:0] clk_count = 0;
	assign
		led_en = 1,
		led_clr_n = ~led_clr,
		seg_en = 1,
		seg_clr_n = ~seg_clr;
	parallel2serial #(
		.P_CLK_FREQ(CLK_FREQ),
		.S_CLK_FREQ(20),
		.DATA_BITS(16),
		.CODE_ENDIAN(1)
		) P2S_LED (
		.clk(clk),
		.rst(rst),
		.data(SEG_PULSE ? led : ~led),
		.start(led_start),
		.busy(),
		.finish(),
		.s_clk(led_clk),
		.s_clr(led_clr),
		.s_dat(led_do)
		);
	parallel2serial #(
		.P_CLK_FREQ(CLK_FREQ),
		.S_CLK_FREQ(20),
		.DATA_BITS(64),
		.CODE_ENDIAN(1)
		) P2S_SEG (
		.clk(clk),
		.rst(rst),
		.data(SEG_PULSE ? segment : ~segment),
		.start(seg_start),
		.busy(),
		.finish(),
		.s_clk(seg_clk),
		.s_clr(seg_clr),
		.s_dat(seg_do)
		);
	always @(posedge clk) begin
		if (rst)
			clk_count <= 0;
		else if (clk_count[COUNT_BITS-1])
			clk_count <= 0;
		else
			clk_count <= clk_count + 1'h1;
	end
	assign
		led_start = clk_count[COUNT_BITS-1],
		seg_start = clk_count[COUNT_BITS-1];
endmodule
`timescale 1ns / 1ps
module parallel2serial (
	input wire clk,   
	input wire rst,   
	input wire [DATA_BITS-1:0] data,   
	input wire start,   
	output reg busy,   
	output reg finish,   
	output reg s_clk = 0,   
	output reg s_clr = 0,   
	output wire s_dat   
	);
function integer GET_WIDTH;   
	input [31:0] data;
	begin
		if (data[31]) GET_WIDTH=32;
		else if (data[30]) GET_WIDTH=31;
		else if (data[29]) GET_WIDTH=30;
		else if (data[28]) GET_WIDTH=29;
		else if (data[27]) GET_WIDTH=28;
		else if (data[26]) GET_WIDTH=27;
		else if (data[25]) GET_WIDTH=26;
		else if (data[24]) GET_WIDTH=25;
		else if (data[23]) GET_WIDTH=24;
		else if (data[22]) GET_WIDTH=23;
		else if (data[21]) GET_WIDTH=22;
		else if (data[20]) GET_WIDTH=21;
		else if (data[19]) GET_WIDTH=20;
		else if (data[18]) GET_WIDTH=19;
		else if (data[17]) GET_WIDTH=18;
		else if (data[16]) GET_WIDTH=17;
		else if (data[15]) GET_WIDTH=16;
		else if (data[14]) GET_WIDTH=15;
		else if (data[13]) GET_WIDTH=14;
		else if (data[12]) GET_WIDTH=13;
		else if (data[11]) GET_WIDTH=12;
		else if (data[10]) GET_WIDTH=11;
		else if (data[9]) GET_WIDTH=10;
		else if (data[8]) GET_WIDTH=9;
		else if (data[7]) GET_WIDTH=8;
		else if (data[6]) GET_WIDTH=7;
		else if (data[5]) GET_WIDTH=6;
		else if (data[4]) GET_WIDTH=5;
		else if (data[3]) GET_WIDTH=4;
		else if (data[2]) GET_WIDTH=3;
		else if (data[1]) GET_WIDTH=2;
		else if (data[0]) GET_WIDTH=1;
		else GET_WIDTH=1;
	end
endfunction
	parameter
		P_CLK_FREQ = 100,   
		S_CLK_FREQ = 10,   
		DATA_BITS = 32,   
		CODE_ENDIAN = 0;   
	localparam
		COUNT_HALFCYCLE = 1 + (P_CLK_FREQ-1) / S_CLK_FREQ / 2,
		CYCLE_COUNT_BITS = GET_WIDTH(COUNT_HALFCYCLE-1),
		DATA_COUNT_BITS = GET_WIDTH(DATA_BITS-1);
	reg [DATA_BITS:0] buff;
	reg [CYCLE_COUNT_BITS-1:0] cycle_count = 0;
	wire s_clk_negedge;
	localparam
		S_IDLE = 0,   
		S_CLEAR = 1,   
		S_WORK = 2,   
		S_DONE = 3;   
	reg [2:0] state = 0;
	reg [2:0] next_state;
	reg [DATA_COUNT_BITS-1:0] data_count = 0;
	reg [DATA_COUNT_BITS-1:0] next_data_count;
	always @(*) begin
		next_state = 0;
		next_data_count = 0;
		case (state)
			S_IDLE: begin
				if (start) begin
					next_state = S_CLEAR;
				end
				else begin
					next_state = S_IDLE;
				end
			end
			S_CLEAR: begin
				if (s_clk_negedge) begin
					next_state = S_WORK;
				end
				else begin
					next_state = S_CLEAR;
				end
			end
			S_WORK: begin
				if (s_clk_negedge) begin
					next_data_count = data_count + 1'h1;
					if (data_count == DATA_BITS-1)
						next_state = S_DONE;
					else
						next_state = S_WORK;
				end
				else begin
					next_data_count = data_count;
					next_state = S_WORK;
				end
			end
			S_DONE: begin
				next_state = S_IDLE;
			end
		endcase
	end
	always @(posedge clk) begin
		if (rst) begin
			state <= 0;
			data_count <= 0;
		end
		else begin
			state <= next_state;
			data_count <= next_data_count;
		end
	end
	always @(posedge clk) begin
		busy <= 0;
		finish <= 0;
		s_clr <= 0;
		if (~rst) case (next_state)
			S_IDLE: begin
				buff <= 0;
			end
			S_CLEAR: begin
				busy <= 1;
				if (CODE_ENDIAN)
					buff <= {1'b0, data};
				else
					buff <= {data, 1'b0};
				s_clr <= 1;
			end
			S_WORK: begin
				busy <= 1;
				if (s_clk_negedge) begin
					if (CODE_ENDIAN)
						buff <= {buff[DATA_BITS-1:0], 1'b0};
					else
						buff <= {1'b0, buff[DATA_BITS:1]};
				end
			end
			S_DONE: begin
				finish <= 1;
			end
		endcase
	end
	assign s_dat = CODE_ENDIAN ? buff[DATA_BITS] : buff[0];
	always @(posedge clk) begin
		if (rst || state==S_IDLE || state==S_DONE) begin
			cycle_count <= 0;
			s_clk <= 0;
		end
		else begin
			if (cycle_count == COUNT_HALFCYCLE-1) begin
				cycle_count <= 0;
				s_clk <= ~s_clk;
			end
			else begin
				cycle_count <= cycle_count + 1'h1;
			end
		end
	end
	assign
		s_clk_negedge = (cycle_count == COUNT_HALFCYCLE-1) && s_clk;   
endmodule
### run.sh
#!/bin/bash
# OpenROAD 26Q1-2900-gdf79404cd8, Yosys 0.63+post, stock flow scripts
make -C /OpenROAD-flow-scripts/flow DESIGN_CONFIG=/design/flow/config.mk WORK_HOME=/design/flow/orfs finish
==> impl_metrics.ini <==
; flow metrics
[outcome]
status = finished, final reports clean

[critical_path]
critPathMaxStageDelay_ns = 0.65
endpoint_kind = flip-flop
start_kind = input pin
cp_slowest_cell = clkdlybuf4s50_1
rr_endpoint = P2S_SEG.buff[48]
cp.required_ns = 13.94
r2r_cells = 8
r2r_start = P2S_SEG.s_clk
crit_type = in2reg
cp_max_fo = 43
worst_ep_arrival_time_ns = 4.59
rrSetupSlack_ns = 10.60
worstPathCellList = clkdlybuf4s50_1, nor3_2, buf_4, buf_4
crit_top_cell = buf_4

[route]
drt-vias-per-instance = 4.695
num_vias = 5244
detail-route-antenna-nets = 0
wirelength_um = 14230
wl_per_cell_um = 12.74
drtIter0Drc = 305
dr.pass1.iters = 4
antenna_cells = 0
drc = 0

[synth]
synthCells = 722
top_area_cell = edfxtp_1
ys.flops = 124
yosys_area_um2 = 7136
ys_cells = 722
synth_async_sr_flop_share_pct = 0
netlist_area_um2 = 7136
yosys_warnings = 3
area_leaders = edfxtp_1, dfxtp_1, ha_1, nand2_1, o21ai_0
ys_seq_share_pct = 46.29
avgSynthCellArea_um2 = 9.883
edf_count = 82
ys_types = 51
netlist.area_leader.share_pct = 34.51
flop_cell = edfxtp_1

[pwr]
p_switching_uw = 207.2
leakagePower_nw = 3.329
p_int_uw = 723.3
vdd_ir_drop_max_mv = 0.08016
clkPwrFrac_pct = 47.8
pwr-share-comb_pct = 8.8
switching_share_pct = 22.27
pwr_density_cell_nw_per_um2 = 106.0
p_seq_share_pct = 43.4

[clock_tree]
clk_pin_slew_worst_paths_ns = 0.05
cts.sinks = 124
clock_latency_ns = 0.41
htreeDepth = 4
cts_resized = 0
postCtsSetupBuffers = 0
ctsHoldBuffers = 0
numCtsBuffers = 17
clk_path_buf_depth = 2
root_buffer = clkbuf_16
cts_tree = done

[floorplan]
io_pins = 74
die_y_um = 156.2
fp_util_pct = 30.49
core_area_um2 = 23400
die_width_um = 156.2
dieArea_um2 = 24410
rows = 56

[cells_and_area]
fillCellCount = 2305
final_common_cell = nand2_1
seq_area_um2 = 3303
drive_above_1_share_pct = 7.769
area_delta_synth_final_pct = 23.01
final-comb-area_um2 = 3536
stdcell_count = 1117
lay_top_cells = nand2_1, edfxtp_1, clkdlybuf4s50_1

[place]
io_buffers = 71
gp_congestion = 0.8575
placed_cells = 1085
dpl.hpwl_um = 9502

[sta]
slew_headroom_pct = 47.81
finalClockPeriodUsage_pct = 32.71
finalHoldViolations = 0
maxClockFrequency_mhz = 219.9
tightest_slew_ns = 0.7812
rsz0062_at_grt = no
slew_viol_final = 0
tns_ns = 0
setup_viol = 0
skew_ns = 0.006026
period_minus_slack_ns = 4.547

[hold_path]
hold_depth = 1
hold_class = reg2reg
hold_path_end = clk_count[0]
min_from = clk_count[0]

[grt]
grt_pass1_vias = 5095
grtUsageTotal_pct = 12.35
gr-total-overflow = 0
grt_max_degree = 65
grt_pass1_wl_um = 23920
antenna_found_initial = 1

[job]
warnings = 61
maxCapViolations = 0
-- cells by family after synthesis --
kind of cell / after synthesis / share of synthesized area [%]
other: 2 / 0.1052
buffers and inverters: 83 / 4.541
AND-OR/OR-AND: 161 / 14.75
XOR/XNOR: 21 / 2.578
AND/OR/NAND/NOR: 243 / 16.15
flip-flops: 124 / 46.29
multiplexers: 39 / 6.996
adder cells (fa/ha/maj): 49 / 8.592
-- state kept, by name, summed over array words and instances, names as in the netlist --
register             count
P2S_SEG.cycle_count      1
P2S_LED.s_clr            1
P2S_SEG.s_clr            1
P2S_LED.s_clk            1
P2S_SEG.buff            65
P2S_SEG.s_clk            1
P2S_SEG.state            2
clk_count               22
P2S_LED.buff            17
P2S_LED.data_count       4
P2S_LED.cycle_count      1
P2S_LED.state            2
P2S_SEG.data_count       6
-- final cells by class --
cell class	count	share of cell area [%]
inverter	47	2.010
multi-input combinational	517	40.29
tap	319	4.547
timing repair buffer	78	8.696
clock buffer	18	4.890
clock inverter	14	1.939
sequential	124	37.63
-- stage by stage --
step	power [mW]	instance area (um2)	hold slack, ns	setup WS (ns)	utilization, %
2_1_floorplan	0.4603	7143	0.4176	5.887	-
3_3_place_gp	0.4937	8178	0.4327	8.887	34.94
3_5_place_dp	0.4938	8178	0.4424	8.908	34.94
4_1_cts	0.9440	8777	0.4499	9.352	37.51
5_1_grt	0.9684	8777	0.4916	9.238	37.51
6_report	0.9305	8777	0.4473	9.353	37.51
-- power by group through the flow --
| stage | Combinational, mW | Clock, mW | Sequential (mW) |
|---|---|---|---|
| after CTS | 0.0824 | 0.457 | 0.404 |
| after global routing | 0.0910 | 0.472 | 0.405 |
| final | 0.0814 | 0.445 | 0.404 |
-- layer usage --
| metal | routed length [um] | GRT usage, % | share of wire (%) | up-vias |
|---|---|---|---|---|
| met4 | 65 | 0.8870 | 0.46 | 2 |
| li1 | - | - | - | 2723 |
| met3 | 996 | 4.287 | 7.0 | 6 |
| met5 | 9 | 0 | 0.063 | - |
| met2 | 6245 | 18.71 | 44 | 111 |
| met1 | 6913 | 18.36 | 49 | 2402 |
-- how the worst max path moves through the flow --
| stage | from | to | slack, ns |
|---|---|---|---|
| 6_report | rst | P2S_SEG.buff[48] | 9.35 |
| 4_1_cts | rst | P2S_SEG.buff[48] | 9.35 |
| 5_1_grt | rst | P2S_SEG.buff[48] | 9.24 |
-- cells in the mapped netlist (2+ instances only) --
library cell / instances
or4_1: 2
nand3_1: 17
o21ai_0: 63
nand2_1: 94
edfxtp_1: 82
buf_1: 7
and2_1: 3
a221oi_1: 5
o31ai_1: 6
nor4_1: 6
buf_2: 4
mux2_2: 7
dfxtp_1: 42
a21oi_1: 20
mux2i_1: 24
buf_4: 2
a22o_1: 21
a211oi_1: 9
xnor2_1: 13
nor3_1: 20
nand3b_1: 3
inv_1: 47
mux4_2: 8
and4_1: 3
nand4_1: 6
o22ai_1: 2
clkbuf_1: 23
nor2_1: 50
conb_1: 2
ha_1: 49
xor2_1: 8
nor2b_1: 16
o211ai_1: 21
a311o_1: 6
nand2b_1: 15
-- worst max-delay path, delay by kind of cell --
kind          cells  cell delay, ns
simple gates      1            0.27
buf+inv           3            1.49
No activity file was given, so power comes from the tool's default toggle rates.
